File: /design/flow/config.mk
export PLATFORM = sky130hd
export DESIGN_NAME = pong_main
export DESIGN_NICKNAME = pong_main
export VERILOG_FILES = /design/flow/design.v
export SDC_FILE = /design/flow/constraint.sdc
export NUM_CORES = 4
export LEC_CHECK = 1
export CORE_UTILIZATION = 30
File: /design/flow/constraint.sdc
current_design pong_main

set clk_period 9.3
set clk_io_pct 0.2

create_clock -name clk0 -period $clk_period [get_ports {CLK}]

set non_clock_inputs [all_inputs -no_clocks]
set_input_delay [expr $clk_period * $clk_io_pct] -clock clk0 $non_clock_inputs
set_output_delay [expr $clk_period * $clk_io_pct] -clock clk0 [all_outputs]
File: /design/flow/design.v
 module pong_main
#(
  parameter SCR_W = 1280,
  parameter SCR_H = 720
)
(
	input wire        CLK,  
	input wire        RST,  
	input wire [10:0] H_CNT,  
	input wire [10:0] V_CNT,  
	input wire        EncA_QA, 
	input wire        EncA_QB,
	input wire        EncB_QA,
	input wire        EncB_QB,
	output wire [7:0] RED,
	output wire [7:0] GREEN,
	output wire [7:0] BLUE,
	output wire [3:0] LED
  );
	reg [5:0] state, next_state;				  					
	reg [10:0] posb_H;
	reg [10:0] posb_V;
	localparam bsize = 16;	   
reg [10:0] paddleL_H;
reg [10:0] paddleL_V;
reg [10:0] paddleR_H;
reg [10:0] paddleR_V;   
reg [25:0] C;
wire TR, TL, MR, ML, BR, BL;
localparam  paddlesize = (SCR_H/4);
	wire inside_ball_hu = (H_CNT > (posb_H-bsize/2)) ;
	wire inside_ball_hl = (H_CNT < (posb_H+bsize/2));
	wire inside_ball_vl = (V_CNT >(posb_V-bsize/2));
	wire inside_ball_vr = (V_CNT <(posb_V+bsize/2));
	wire inside_ball = inside_ball_hu && inside_ball_hl && inside_ball_vl && inside_ball_vr;  
 wire upper_touch = ((posb_V - (bsize/2))==2);
 wire lower_touch = ((posb_V + (bsize/2))==SCR_H-1);		
wire top = ((V_CNT == 0)||(V_CNT ==SCR_H-1));	 
wire paddlel=(V_CNT>=(paddleL_V - (paddlesize /2)))&&(V_CNT<=(paddleL_V + (paddlesize /2)))&&(H_CNT==paddleL_H||H_CNT==paddleL_H+8);
wire paddler=(V_CNT>=(paddleR_V - (paddlesize /2)))&&(V_CNT<=(paddleR_V + (paddlesize /2)))&&(H_CNT==paddleR_H||H_CNT==paddleR_H-8);
reg Apre,Bpre;
always@(posedge CLK)  
		Apre <= EncA_QA;
always@(posedge CLK or posedge RST)
	if(RST) 
		begin 
			paddleL_H <=(3);
           paddleR_H <=(SCR_W);			
	end	
always@(posedge CLK or posedge RST)
	if(RST) 
			paddleL_V <= (SCR_H/2);                    
	else if (Apre==1 && EncA_QA==0) 
		if (EncA_QB==0) begin if (paddleL_V+(paddlesize/2) >= ((SIM==1'b0)? (SCR_H-(paddlesize/2)): (19-(paddlesize/2))))
			                paddleL_V <= paddleL_V;
			            else paddleL_V <= paddleL_V + 5;	end  
		else if	(EncA_QB==1)  begin	if 	 (paddleL_V-(paddlesize/2) <= (1+ (paddlesize/2)))
						 paddleL_V <= paddleL_V;
			        else paddleL_V <= paddleL_V - 5; end 
	else  paddleL_V <= paddleL_V;
always@(posedge CLK)
	    Bpre <= EncB_QA;
always@(posedge RST or posedge CLK)
	if(RST) 
		begin 
			paddleR_V <= (SCR_H/2);
			end
	else if (Bpre==1 && EncB_QA==0)
		if (EncB_QB==0) begin	if (paddleR_V+(paddlesize/2) >= ((SIM==1'b0)? (SCR_H-(paddlesize/2)): (19-(paddlesize/2))))
						     paddleR_V <= paddleR_V;
			            else paddleR_V <= paddleR_V + 5;end
		else if (EncB_QB==1)        begin   if 	 (paddleR_V-(paddlesize/2) <= (1+(paddlesize/2)))
			                  paddleR_V <= paddleR_V;
			else paddleR_V <= paddleR_V - 5;
			   end
 	 else paddleR_V <= paddleR_V;
 assign TR = ((posb_H + (bsize/2)) == (paddleR_H-8))&& ( posb_V >= (paddleR_V-(paddlesize/2)) ) &&(posb_V < (paddleR_V)); 
 assign MR = ((posb_H + (bsize/2)) == (paddleL_H-8))&& ( posb_V < (paddleR_V+(paddlesize/2)) ) &&(posb_V > (paddleR_V-(paddlesize/2)));  
 assign BR = ((posb_H + (bsize/2)) == (paddleR_H-8))&& ( posb_V <= (paddleR_V+(paddlesize/2)) ) &&(posb_V > (paddleR_V)); 
assign TL = ((posb_H - (bsize/2)) == (paddleL_H+8))&& ( posb_V >= (paddleL_V-(paddlesize/2)) ) &&(posb_V < (paddleL_V));   
 assign ML = ((posb_H - (bsize/2)) == (paddleL_H+8))&& ( posb_V < (paddleL_V+(paddlesize/2)) ) &&(posb_V > (paddleL_V-(paddlesize/2))); 
assign BL = ((posb_H - (bsize/2)) == (paddleL_H+8))&& ( posb_V <= (paddleL_V+(paddlesize/2)) ) &&(posb_V > (paddleL_V));
	assign RED   = (inside_ball || top||paddlel||paddler)?8'hFF : 0;  
    assign GREEN = inside_ball || top?8'hFF : 0;   
    assign BLUE  =inside_ball || top?8'hFF : 0;  
  reg [31:0] heartbeat;
  always@(posedge CLK or posedge RST)
  if(RST) heartbeat <=             32'd0;
  else    heartbeat <= heartbeat + 32'd1;
  assign LED[3:0] = heartbeat[26:23];
  localparam start = 0, PRLM=1, DRLM=2,  RLM = 3,PLRM=4, DLRM=5, LRM = 6, PRLU=7, DRLU=8, RLU = 9, PRLL=10, DRLL=11, RLL =12, PLRU=13, DLRU=14, LRU =15,PLRL=16, DLRL=17, LRL =18, PBTR=19, DBTR=20, BTR =21, PTBR=22, DTBR=23, TBR =24 , PBTL=25, DBTL=26, BTL =27, PTBL=28, DTBL=29, TBL =30;
  always@(posedge CLK or posedge RST)
	if (RST) state <= start;
	else state <= next_state;
always@(*)															   																																																					
			begin 
				case (state)
				    start : next_state <= PRLM; 
					PRLM: next_state <= DRLM;
					DRLM:if	(C==0)next_state <= RLM;
					else next_state <= DRLM;  
				    RLM: 	if (((posb_H)==0)||(posb_H==SCR_W))next_state <= start;
							else if (BL) next_state <= PLRL; 
						else if (TL) next_state <= PLRU;
						else if (ML) next_state <= PLRM ;
						else next_state <= PRLM;	   
							PLRM: next_state <= DLRM;
					DLRM:if	(C==0)next_state <= LRM;
					else next_state <= DLRM;
					LRM: if (((posb_H-(bsize/2))==0)||(posb_H+(bsize/2)==SCR_W-1))next_state <= start;
						else if (TR) next_state <= PLRU ;
					     else if (BR) next_state <= PRLL;
	                     else if (MR) next_state <= PRLM;	  
						 else next_state <= PLRM; 
						PRLU: next_state <= DRLU;
					DRLU:if	(C==0)next_state <= RLU;
					else next_state <= DRLU;
					RLU:  if (((posb_H-(bsize/2))==0)||(posb_H+(bsize/2)==SCR_W-1))next_state <= start;
						  else if (upper_touch != 1) next_state <= PRLU;
						 else next_state <= PTBL; 
						PRLL: next_state <= DRLL;
					DRLL:if	(C==0)next_state <= RLL;
					else next_state <= DRLL;
					RLL : if (((posb_H-(bsize/2))==0)||(posb_H+(bsize/2)==SCR_W))next_state <= start;
						 else if (lower_touch != 1) next_state <= PRLL;
						 else next_state <= PBTL;
							 PLRU: next_state <= DLRU;
					DLRU:if	(C==0)next_state <= LRU;
					else next_state <= DLRU;
					LRU: if (((posb_H-(bsize/2))==0)||(posb_H+(bsize/2)==SCR_W))next_state <= start;
						 else if (upper_touch != 1) next_state <= PLRU;	
						 else next_state <= PTBR; 
							 PLRL: next_state <= DLRL;
					DLRL:if	(C==0)next_state <= LRL;
					else next_state <= DLRL;
					LRL:   if (((posb_H-(bsize/2))==0)||(posb_H+(bsize/2)==SCR_W))next_state <= start;
						   else if (lower_touch != 1) next_state <= PLRL;
						   else next_state <= PBTR; 
						PTBL: next_state <= DTBL;
					DTBL:if	(C==0)next_state <= TBL;
					else next_state <= DTBL;
					TBL:   if (((posb_H-(bsize/2))==0)||(posb_H+(bsize/2)==SCR_W))next_state <= start;
						   else if (TL) next_state <= PLRU;
						   else if (ML) next_state <= PLRM;
			   			   else if (BL) next_state <= PLRL;
						   else if ((posb_H + (bsize/2)) == 0) next_state <= start;
						   else next_state <= PTBL;
						 	PBTL: next_state <= DBTL;
					DBTL:if	(C==0)next_state <= BTL;
					else next_state <= DBTL;
					BTL:   if (((posb_H-(bsize/2))==0)||(posb_H+(bsize/2)==SCR_W))next_state <= start;
						   else if (TL) next_state <= PLRU;
							else if (ML)next_state <= PLRM;
						else if (BL) next_state <= PLRL;
							else if ((posb_H + (bsize/2)) == 0) next_state <= start;
								else next_state <= PBTL;
						PTBR: next_state <= DTBR;
					DTBR:if	(C==0)next_state <= TBR;
					else next_state <= DTBR;	  
					TBR: 		if (((posb_H-(bsize/2))==0)||(posb_H+(bsize/2)==SCR_W))next_state <= start;
								else if (TR)next_state <= PRLU;
			    		   else if (MR)next_state <= PRLM;
						   else if (BR)next_state <= PRLL;
					       else if ((posb_H + (bsize/2)) == 29)next_state <= start;
						   else next_state <= TBR; 
						PBTR: next_state <= DBTR;
					DBTR:if	(C==0)next_state <= BTR;
					else next_state <= DBTR;	 	 
					BTR :if (((posb_H-(bsize/2))==0)||(posb_H+(bsize/2)==SCR_W))next_state <= start; 
					else if (TR) next_state <= PRLU;
			                else if (MR)next_state <= PRLM;
						    else if (BR)next_state <= PRLL;
						   	else if ((posb_H + (bsize/2)) == 1280) next_state <= start;
							else  next_state <= PBTR;
					default : next_state <= start;
			    endcase
		    end 
 parameter SIM = 1'b0;
always@( posedge CLK)
	 if (next_state == start)
		begin
			C <=(SIM==1'b0)?25'h1FE01   :32'h2A9 ;
			posb_H <= (SIM==1'b0)? SCR_W/2 :14	;posb_V <=(SIM==1'b0)? SCR_H/2 : 9;
			end
	else if (next_state == PRLM)C <=(SIM==1'b0)?25'h1FE01   :32'h2A9 ;
	else if (next_state == DRLM)C <= C-25'b1;	
	else if (next_state == RLM)
		begin
			posb_H <= posb_H - 1;
			posb_V <= posb_V;
		end
	else if (next_state == PLRM)C <=(SIM==1'b0)?25'h1FE01 :32'h2A9 ;
	else if (next_state == DLRM)C <= C-25'b1;
	else if (next_state == LRM)
		begin
			posb_H <= posb_H + 1;
			posb_V <= posb_V;
		end								 
		else if (next_state == PRLU)C <=(SIM==1'b0)?25'h1FE01   :32'h2A9 ;
	else if (next_state == DRLU)C <= C-25'b1;
	else if (next_state == RLU)
				begin
					posb_H <= posb_H - 1;
					posb_V <= posb_V - 1;
				end
			 else if (next_state == PRLL)C <=(SIM==1'b0)?25'h1FE01   :32'h2A9 ;
			 else if (next_state == DRLL)C <= C-25'b1;
		 else if (next_state == RLL)
				begin
					posb_H <= posb_H - 1;
					posb_V <= posb_V + 1;
				end
		   else if (next_state == PLRU)C <=(SIM==1'b0)?25'h1FE01 :32'h2A9 ;
			 else if (next_state == DLRU)C <= C-25'b1;
	else if (next_state == LRU)
				begin
					posb_H <= posb_H + 1;
					posb_V <= posb_V - 1;
				end
		  	else if (next_state == PLRL)C <=(SIM==1'b0)?25'h1FE01 :32'h2A9 ;
			 else if (next_state == DLRL)C <= C-25'b1;	
	else if (next_state == LRL)
					begin
						posb_H <= posb_H + 1;
					posb_V <= posb_V + 1;
				end
		else if (next_state == PBTR)C <=(SIM==1'b0)?25'h1FE01 :32'h2A9 ;
			 else if (next_state == DBTR)C <= C-25'b1;	
	else if (next_state == BTR)
		begin
				posb_V <= posb_V - 1;
				posb_H <= posb_H + 1;
		end
		 else if (next_state == PTBR)C <=(SIM==1'b0)?25'h1FE01   :32'h2A9 ;
			 else if (next_state == DTBR)C <= C-25'b1;	
	else if (next_state == TBR)
		begin
				posb_V <= posb_V + 1;
				posb_H <= posb_H + 1;
		end
	else if (next_state == PBTL)C <=(SIM==1'b0)?25'h1FE01   :32'h2A9 ;
			 else if (next_state == DBTL)C <= C-25'b1;	
	else if (next_state == BTL)
		begin
				posb_V <= posb_V - 1;
				posb_H <= posb_H - 1;
		end
		else if (next_state == PTBL)C <=(SIM==1'b0)?25'h1FE01   :32'h2A9 ;
		else if (next_state == DTBL)C <= C-25'b1;	
	else if (next_state == TBL)
		begin
				posb_V <= posb_V + 1;
				posb_H <= posb_H - 1;
		end
endmodule
File: /design/flow/run.sh
#!/bin/bash
# OpenROAD 26Q1-2900-gdf79404cd8, Yosys 0.63+post, stock flow scripts
make -C /OpenROAD-flow-scripts/flow DESIGN_CONFIG=/design/flow/config.mk WORK_HOME=/design/flow/orfs finish
==> summary.txt <==
Implementation results

The dominant logic cell type in the layout is sky130_fd_sc_hd__ha_1. The pin closest to its max-slew limit shows a slew of 1.02 ns. Power comes to around 3.2 mW. The first global-routing pass estimated 53200 µm of wire. The warning tally printed by Yosys for this design is 1. The power report puts the leakage power at 5.98 nW.

Combinational cells account for a little over half of the total power. On the final layout, the worst hold slack is around 0.44 ns. The final weighted congestion of routability-driven global placement is a little under 1. Per the synthesis report, the dominant area consumer among library cells is sky130_fd_sc_hd__ha_1. Yosys reported a register bit count of approximately 130. Wires add up to 33000 µm.

The clock sink total is around 130. The maximum fanout along the worst path is 17. The detailed router placed 11000 vias in this run. The final hold violation count is 0. For this run, the top clock speed supported by timing is ~140 MHz. The first-pass iteration count of the detailed router is 7.

The post-synthesis to final-layout area growth is 12.6%. The share of cells above drive strength 1 is 5.96%. The final instance area is between 10000 and 15000 µm².

The cell sitting at the root of the clock tree is a sky130_fd_sc_hd__clkbuf_16. The data arrival at the endpoint of the critical path is 5.51 ns. The clock reaches the later pin of the worst-skew pair after 0.45 ns.

The synthesized netlist cell count is between 1500 and 2000. The initial antenna violation count is 0. Each instance of the synthesized netlist takes up on average around 8.3 µm². The total antenna diodes in the routed design is 0.

The switching portion of total power is a little over two fifths. The setup fix buffers added after clock tree synthesis is 0. Looking at the critical path, the single cell with the biggest stage delay is sky130_fd_sc_hd__clkdlybuf4s50_1. Of the total power, the clock network draws 22.4%. The horizontal die dimension is about 210 µm.

The synthesis report gives the async set-or-reset register share as around three fifths. The H-tree depth is 4. The netlist uses roughly 84 different library cells.

Entering global routing, the biggest net connects 42 pins. The routed wirelength normalized by instance count is 16.0 µm. In this run the biggest area consumer among cell types represents 16.6% of the synthesized area.

Sequential cells burn 22.8% of the power. The hold buffer count at cts is 0. The synthesis report lists the most area-consuming cells as sky130_fd_sc_hd__ha_1, sky130_fd_sc_hd__dfrtp_1, sky130_fd_sc_hd__dfxtp_1. Setup repair after global routing left no endpoint under its margin. The number of clock buffers inserted by TritonCTS is 17. The detailed placer's ending HPWL is 24600 µm.

The mapped netlist covers 12500 µm². The mean number of vias per cell is 5.35. The cell occurring most often along the worst timing path is sky130_fd_sc_hd__a21o_1.

The core area is between 40000 and 50000 µm². The report lists the number of standard-cell rows as between 70 and 80. The power per standard cell area is ~230 nW/µm².

The detailed-route DRC error count is 0. The number of synthesized flops with an enable pin is 0. The aggregate negative setup slack is 0 ns.

In the floorplan report the effective utilization is 30.4%. The internal power contribution is 1.83 mW. The largest vdd supply drop is 138 µV. Ranking logic cells in the layout by count gives the top entries sky130_fd_sc_hd__ha_1, sky130_fd_sc_hd__nand2_1, sky130_fd_sc_hd__a21oi_1, sky130_fd_sc_hd__nor2_1, sky130_fd_sc_hd__xnor2_1. At the worst endpoint, the required time is 7.44 ns.

The number of maximum-capacitance violations is 0. Summed over all routing layers, the global router reports a total usage of 15.9%. The sequential cell area fraction in the yosys report is 24.2%.

In the Yosys report the total cell count is 1505. The predominant post-synthesis flop cell is sky130_fd_sc_hd__dfrtp_1. TritonCTS built the clock tree. Across the routed clock network, the largest skew measured is between 0.015 and 0.02 ns. The post-place instance area is ~13000 µm². The post-route clock period utilization is roughly 80%.

The overall die area is 42300 µm². The worst setup path is captured at an output port. The clock period could shrink to 7.37 ns. The chip area in the Yosys report is 12500 µm². The tally of nets with antenna violations remaining after routing is 0.

The number of buffers on the longest clock path is 2. The switching component of the power is 1.37 mW. The flow ran to the end, and the final reports show no timing, DRC or antenna violations. The chip height is 206 µm. The final setup violation count is 0. The class of the worst hold path is reg2reg. The clock transition at the register clock pins on the worst setup and hold paths after CTS is around 0.060 ns. Port buffering added 55 buffers. The share of the core filled with cells is 34.3%. The number of global-route vias before repair is 9998. The critical path launch point type is an input port. For reference, the final report shows the max-slew violation count at 0. In this run the tightest slew margin relative to its limit is 31.2%. The kind of critical path is in2out. After global routing the overflow that remains totals 0. Once iteration 0 of detailed routing completed, the report listed 637 DRC markers. The critical path goes through clkdlybuf4s50_1 > ha_1 > nor2b_1 > o21ai_0 > nand2b_1 > a21oi_1 > o21bai_1 > a21o_1 > a21o_1 > a21o_1 > a21o_1 > a21o_1 > a21oi_1 > a31oi_1 > o21ai_1 > buf_4 > a211o_1 > clkdlybuf4s50_1. The number of top-level design ports is roughly 56. Warnings raised by the tools during the run amount to 36. The largest stage delay on the critical path is 0.58 ns. Gates resized during post-CTS repair numbered 0.
-- cell usage after synthesis (13+ instances only) --
cell type and count:
sky130_fd_sc_hd__xor2_1 26, sky130_fd_sc_hd__ha_1 165, sky130_fd_sc_hd__nand3_1 65, sky130_fd_sc_hd__nand2b_1 22, sky130_fd_sc_hd__a211oi_1 13, sky130_fd_sc_hd__nand4_1 35
sky130_fd_sc_hd__nor2b_1 16, sky130_fd_sc_hd__xnor2_1 86, sky130_fd_sc_hd__nor3_1 40, sky130_fd_sc_hd__o21ai_0 86, sky130_fd_sc_hd__o21bai_1 17, sky130_fd_sc_hd__o31ai_1 21
sky130_fd_sc_hd__nand2_1 101, sky130_fd_sc_hd__nor2_1 90, sky130_fd_sc_hd__clkbuf_1 52, sky130_fd_sc_hd__or4_1 29, sky130_fd_sc_hd__and3_1 15, sky130_fd_sc_hd__a21o_1 52
sky130_fd_sc_hd__inv_1 64, sky130_fd_sc_hd__mux2i_1 19, sky130_fd_sc_hd__and2_1 17, sky130_fd_sc_hd__nor4_1 21, sky130_fd_sc_hd__a21oi_1 96, sky130_fd_sc_hd__buf_4 26
sky130_fd_sc_hd__or3_1 34, sky130_fd_sc_hd__o21a_1 16, sky130_fd_sc_hd__dfrtp_1 71, sky130_fd_sc_hd__dfxtp_1 50
-- power groups by stage --
stage / sequential, mW / combinational (mW) / clock [mW]
after CTS: 0.728 / 1.74 / 0.739
after global routing: 0.740 / 1.96 / 0.761
final: 0.730 / 1.75 / 0.716
-- final timing paths --
kind / endpoint / cells past startpoint / start / slack, ns
min in group asynchronous: state[13] / 2 / RST / 1.85
max reg2reg: C[20] / 20 / paddleR_V[1] / 2.07
max: RED[5] / 18 / V_CNT[1] / 1.93
min: state[8] / 1 / state[16] / 0.44
min reg2reg: state[8] / 1 / state[16] / 0.44
max in group asynchronous: paddleL_V[6] / 3 / RST / 6.41
-- worst max-delay path: cells and delay by family --
kind / cells / cell delay (ns)
buf+inv: 3 / 1.30
simple gates: 2 / 0.20
compound gates: 12 / 1.86
fa+ha+maj: 1 / 0.27
-- routing by layer --
layer / routed length, µm / global-route usage, %
met5: 0 / 0
met4: 572 / 2.72
met3: 1680 / 2.52
met2: 14600 / 24.4
met1: 16100 / 24.0
-- cells by family after synthesis --
kind of cell	count (synthesis)	share of synthesized area, %
adder cells (fa/ha/maj)	169	17.1
AND-OR/OR-AND	380	19.9
multiplexers	24	1.98
buffers and inverters	148	5.34
AND/OR/NAND/NOR	541	23.5
flip-flops	130	24.2
XOR/XNOR	113	8.06
-- registers in the layout (all words and copies together), names as in the netlist --
signal,count
posb_V,11
C,26
paddleL_V,11
state,31
heartbeat,27
Bpre,1
Apre,1
paddleR_V,11
posb_H,11
-- stage by stage --
step	std cells	setup slack [ns]
after detailed placement	2027	1.92
after global placement	2027	1.92
final	2059	1.93
after CTS	2059	1.90
after global routing	2059	1.62
after floorplan	1505	2.46
-- final cells by class --
class	count	area (µm²)
fillers	4164	26900
repair buffers	74	693
inverters	64	241
multi-input cells	1227	8790
clock buffers	19	443
flip-flops and latches	130	3010
well taps	532	666
clock inverters	13	174
Power is estimated from default activity; no workload was simulated.
