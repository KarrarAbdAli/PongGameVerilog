==> design/flow/design.v <==
`timescale 1ns / 1ns
module vga_sync_gen
(
input wire          CLK,    
input wire          RST,    
output wire         GEN_ACTIVE,
output wire  [23:0] GEN_RGB,
output wire  [10:0] GEN_HCNT,
output wire         GEN_HSYNC,
output wire         GEN_HSYNCP,
output wire  [10:0] GEN_VCNT,
output wire         GEN_VSYNC,
output wire         GEN_VSYNCP,
input wire   [10:0] V_FRONT_PORCH,
input wire   [10:0] V_SYNC,
input wire   [10:0] V_BACK_PORCH,
input wire   [10:0] V_ACTIVE,
input wire          V_SYNC_POL,
input wire   [10:0] H_FRONT_PORCH,
input wire   [10:0] H_SYNC,
input wire   [10:0] H_BACK_PORCH,
input wire   [10:0] H_ACTIVE,
input wire          H_SYNC_POL
);
localparam  FSM_IDLE                = 0;
localparam  FSM_SYNC                = 30;
localparam  FSM_BACK_PORCH          = 40;
localparam  FSM_ACTIVE              = 50;
localparam  FSM_FRONT_PORCH         = 60;
reg   [7:0] fsm_h;
reg         fsm_tic;
reg         fsm_cv;
reg   [7:0] fsm_v;
reg  [10:0] cnt_h;
reg  [10:0] cnt_ha;
reg  [10:0] cnt_v;
reg  [10:0] cnt_va;
reg  [23:0] test_pattern;
reg         active_v;
reg         active_h;
reg         active_hv;
reg         sync_h;
reg         sync_hp;
reg         sync_v;
reg         sync_vp;
wire                             [7:0] test_y = cnt_ha[7:0];
always @(posedge CLK or posedge RST)
 if(RST)                                  test_pattern <= 24'h000000;
 else if(cnt_ha[3:0]==4'd0)               test_pattern <= 24'hFFFFFF;
 else if(cnt_va[3:0]==4'd0)               test_pattern <= 24'hFFFFFF;
 else if(cnt_va[5:4]==2'd0)               test_pattern <= {test_y,test_y,test_y};
 else if(cnt_va[5:4]==2'd1)               test_pattern <= {test_y,8'd0  ,8'd0  };
 else if(cnt_va[5:4]==2'd2)               test_pattern <= {8'd0  ,test_y,8'd0  };
 else if(cnt_va[5:4]==2'd3)               test_pattern <= {8'd0  ,8'd0  ,test_y};
always @(posedge CLK or posedge RST)
    if(RST)                                 fsm_h   <= FSM_IDLE;
    else case(fsm_h)                      
    FSM_IDLE:                               fsm_h   <= FSM_SYNC;
    FSM_SYNC:           if(cnt_h==1)        fsm_h   <= FSM_BACK_PORCH;
    FSM_BACK_PORCH:     if(cnt_h==1)        fsm_h   <= FSM_ACTIVE;
    FSM_ACTIVE:         if(cnt_h==1)        fsm_h   <= FSM_FRONT_PORCH;   
    FSM_FRONT_PORCH:    if(cnt_h==1)        fsm_h   <= FSM_SYNC;  
    endcase
always @(posedge CLK or posedge RST)
    if(RST)                                 fsm_tic <= 1'b0;
    else if(fsm_h == FSM_FRONT_PORCH)       fsm_tic <= cnt_h == 2;
    else                                    fsm_tic <= 1'b0;
always @(posedge CLK or posedge RST)
    if(RST)                                 fsm_cv <= 1'b0;
    else if(fsm_h == FSM_ACTIVE)            fsm_cv <= cnt_h == 1;
    else                                    fsm_cv <= 1'b0;
always @(posedge CLK or posedge RST)
    if(RST)                                 fsm_v  <= FSM_IDLE;
    else if(fsm_tic) case(fsm_v)                   
    FSM_IDLE:                               fsm_v  <= FSM_SYNC;
    FSM_SYNC:           if(cnt_v==1)        fsm_v  <= FSM_BACK_PORCH;
    FSM_BACK_PORCH:     if(cnt_v==1)        fsm_v  <= FSM_ACTIVE;
    FSM_ACTIVE:         if(cnt_v==1)        fsm_v  <= FSM_FRONT_PORCH;   
    FSM_FRONT_PORCH:    if(cnt_v==1)        fsm_v  <= FSM_SYNC;  
    endcase
always @(posedge CLK or posedge RST)
    if(RST)          cnt_h <= 1;
    else case(fsm_h)
    FSM_IDLE:           cnt_h <=              H_SYNC;
    FSM_SYNC:           cnt_h <= (cnt_h==1) ? H_BACK_PORCH      : (cnt_h - 1);
    FSM_BACK_PORCH:     cnt_h <= (cnt_h==1) ? H_ACTIVE          : (cnt_h - 1);
    FSM_ACTIVE:         cnt_h <= (cnt_h==1) ? H_FRONT_PORCH     : (cnt_h - 1);
    FSM_FRONT_PORCH:    cnt_h <= (cnt_h==1) ? H_SYNC            : (cnt_h - 1);
    endcase
always @(posedge CLK or posedge RST)
    if(RST)          cnt_v <= 1;
    else if(fsm_tic) case(fsm_v)
    FSM_IDLE:           cnt_v <=              V_SYNC;
    FSM_SYNC:           cnt_v <= (cnt_v==1) ? V_BACK_PORCH     : (cnt_v - 1);
    FSM_BACK_PORCH:     cnt_v <= (cnt_v==1) ? V_ACTIVE         : (cnt_v - 1);
    FSM_ACTIVE:         cnt_v <= (cnt_v==1) ? V_FRONT_PORCH    : (cnt_v - 1);
    FSM_FRONT_PORCH:    cnt_v <= (cnt_v==1) ? V_SYNC           : (cnt_v - 1);
    endcase
always @(posedge CLK or posedge RST)
    if(RST)                      sync_hp   <=        1'b0;
    else if(fsm_h == FSM_SYNC)   sync_hp   <=  H_SYNC_POL;
    else                         sync_hp   <= !H_SYNC_POL;
always @(posedge CLK or posedge RST)
    if(RST)                      sync_h    <=        1'b0;
    else if(fsm_h == FSM_SYNC)   sync_h    <=        1'b1;
    else                         sync_h    <=        1'b0;
always @(posedge CLK or posedge RST)
    if(RST)                      sync_vp   <=        1'b0;
    else if(fsm_v == FSM_SYNC)   sync_vp   <=  V_SYNC_POL;
    else                         sync_vp   <= !V_SYNC_POL;
always @(posedge CLK or posedge RST)
    if(RST)                      sync_v    <=        1'b0;
    else if(fsm_v == FSM_SYNC)   sync_v    <=        1'b1;
    else                         sync_v    <=        1'b0;
always @(posedge CLK or posedge RST)
    if(RST)                     active_h  <= 1'b0;
    else if(fsm_h != FSM_ACTIVE)active_h  <= 1'b0;
   else                         active_h  <= 1'b1;  
always @(posedge CLK or posedge RST)
    if(RST)                     active_v  <= 1'b0;
    else if(fsm_v != FSM_ACTIVE)active_v  <= 1'b0;
   else                         active_v  <= 1'b1;  
always @(posedge CLK or posedge RST)
    if(RST)                     active_hv <= 1'b0;
    else if(fsm_v != FSM_ACTIVE)active_hv <= 1'b0;
    else if(fsm_h != FSM_ACTIVE)active_hv <= 1'b0;
   else                         active_hv <= 1'b1;  
always @(posedge CLK or posedge RST)
    if(RST)                     cnt_ha    <= 11'd0;
    else if(active_h)           cnt_ha    <= cnt_ha + 11'd1;
    else                        cnt_ha    <= 11'd0;
always @(posedge CLK or posedge RST)
    if(RST)                     cnt_va    <= 11'd0;
    else if( active_v && fsm_cv)cnt_va    <= cnt_va + 11'd1;
    else if(!active_v)          cnt_va    <= 11'd0;
assign GEN_ACTIVE  = active_hv;
assign GEN_RGB     = test_pattern;
assign GEN_HCNT    = cnt_ha;
assign GEN_VCNT    = cnt_va;
assign GEN_HSYNC   = sync_h;
assign GEN_VSYNC   = sync_v;
assign GEN_HSYNCP  = sync_hp;
assign GEN_VSYNCP  = sync_vp;
endmodule
==> design/flow/run.sh <==
#!/bin/bash
# OpenROAD 26Q1-2900-gdf79404cd8, Yosys 0.63+post, stock flow scripts
make -C /OpenROAD-flow-scripts/flow DESIGN_CONFIG=/design/flow/config.mk WORK_HOME=/design/flow/orfs finish
==> design/flow/config.mk <==
export PLATFORM = sky130hd
export DESIGN_NAME = vga_sync_gen
export DESIGN_NICKNAME = vga_sync_gen
export VERILOG_FILES = /design/flow/design.v
export SDC_FILE = /design/flow/constraint.sdc
export NUM_CORES = 4
export LEC_CHECK = 1
export CORE_UTILIZATION = 50
==> design/flow/constraint.sdc <==
current_design vga_sync_gen

set clk_period 3.4
set clk_io_pct 0.2

create_clock -name clk0 -period $clk_period [get_ports {CLK}]

set non_clock_inputs [all_inputs -no_clocks]
set_input_delay [expr $clk_period * $clk_io_pct] -clock clk0 $non_clock_inputs
set_output_delay [expr $clk_period * $clk_io_pct] -clock clk0 [all_outputs]
==> GITHUB_STEP_SUMMARY <==
### Flow metrics

| Metric | Value |
|---|---|
| Rel. slew slack | `0.518` |
| Final antenna-violating net count | `0` |
| Via count | `4205` |
| Largest cells by area | `dfrtp_1, o21ai_0, xnor2_1, nand2_1, a22oi_1` |
| Hold_buf cts | `0` |
| Vias in the first global route | `3988` |
| Dpl ws | `934 ps` |
| Basic Gates by Area | `0.184` |
| Num rows | `35` |
| MaxCap Viol Count | `0` |
| WL per Instance | `15.3 um` |
| XOR Share, Synth | `0.0522` |
| GR Overflow Total | `0` |
| Tool warnings | `31` |
| DR vias/cell | `5.71` |
| CTS sink cnt | `87` |
| Power per cell area | `382 nW/um^2` |
| Area leader share | `0.442` |
| Final Hold Fails | `0` |
| Crit path kind | `flip-flop to flip-flop` |
| Kind of start point of the critical path | `flip-flop` |
| Die height | `98.9 um` |
| Total CTS buffers | `9` |
| Dominant register cell | `dfrtp_1` |
| H-tree depth | `3` |
| Ys flops | `87` |
| Maximum VDD drop | `0.000288 V` |
| Crit path capture type | `flip-flop` |
| Core Util, Final | `0.696` |
| Detail Placement HPWL | `8120 um` |
| DRT Pass-1 Iters | `5` |
| Root Driver | `clkbuf_8` |
| DRC Markers | `0` |
| Post-Synth AOI/OAI Area | `0.206` |
| Worst EP required | `3620 ps` |
| Clock skew | `10.0 ps` |
| Chip area | `9790 um^2` |
| Setup Buffers After CTS | `0` |
| R2r worst-path depth | `6` |
| Largest stage delay, worst path | `600 ps` |
| Synth warnings | `1` |
| M1 WL | `5080 um` |
| I/O pins | `143` |
| Fmax | `399 MHz` |
| Netlist cell types | `62` |
| Cell area after synthesis | `4700 um^2` |
| CORE AREA | `9150 um^2` |
| Worst slew pin tran | `716 ps` |
| Initial DRC Count | `236` |
| Clk slew on worst S/H paths | `80 ps` |
| Die Wd | `98.9 um` |
| Design Power | `2.43 mW` |
| # setup viols final | `0` |
| Top Metal Used | `met4` |
| Status | `completed` |
| Fp_density | `0.513` |
| Ys async rst share | `1.00` |
| Clock Path Buffers | `2` |
| Adder-cell share of the synthesized area | `0.0240` |
| Global-route wire length before repair | `19100 um` |
| Post-CTS Resized | `0` |
| Aggregate global-route resource usage | `0.247` |
| RSZ-0062 raised after global routing | `false` |
| Met3 WL post-DR | `727 um` |
| Ys cells | `493` |
| Hold WS | `530 ps` |
| Inst Count DP | `720` |
| Area growth syn-to-layout | `35.7%` |
| Routed WL | `11300 um` |
| Post-synth EDFFs | `0` |
| Design area | `6370 um^2` |
| Critical-path top delay cell | `or4_4` |
| CP max FO | `19` |
| Fill cells | `683` |
| Post-Place Cell Area | `6180 um^2` |
| Layout cells sized above 1 | `0.0640` |
| Top non-seq family | `AND-OR/OR-AND gates` |
| Yosys stat chip area | `4700 um^2` |
| Mapped Avg Cell Area | `9.53 um^2` |
| Cell chain of the critical path | `ha_1 > or4b_1 > or4_4 > o31ai_2 > a31oi_1 > a311o_1` |
| Hold path depth | `1` |
| Final slew viol count | `0` |
| Initial antenna violation count | `0` |
| Worst hold path type | `flip-flop to flip-flop` |
| Synth area leader | `dfrtp_1` |
| Tmin final | `2510 ps` |
| Buffers on Ports | `142` |
| Crit path arrival time | `2730 ps` |
| Leak pwr | `2.53 nW` |
| CTS tree | `yes` |
| Post-synthesis cell count | `493` |
| Wire length on met2 | `5330 um` |
| Finished Layout Cells | `736` |
| MUX area fraction | `0.0226` |
| Setup TNS | `0 ps` |
| Antenna cell count | `0` |
| Final period util | `0.737` |
| Final GP Congestion | `0.925` |
| Register area share after synthesis | `0.465` |
| Largest net degree at the start of global routing | `47` |
| Final worst slack | `894 ps` |
| Clk latency late pin | `340 ps` |
state kept, by name (all words and copies together) (netlist names), named ones only:
signal and flops:
test_pattern 24, active_h 1, fsm_tic 1, sync_hp 1, cnt_h 11, fsm_v 5, fsm_cv 1, active_hv 1
active_v 1, cnt_v 11, sync_vp 1, cnt_va 11, sync_h 1, fsm_h 2, cnt_ha 11, sync_v 1
cells in the final DEF, fill, tap and decap left out, types with 6 or more instances in the layout:
cell             Yosys  final
xnor2_1             20     20
nand2_1             43     43
a21oi_1             26     26
and2_1              21     21
o21ai_1              6      6
dfrtp_1             83     83
inv_1               18     17
and3_1               6      6
xor2_1               8      8
clkbuf_8             0      9
nor4_1               6      6
clkdlybuf4s50_1      0    142
buf_4                0      6
nor3_1              12     12
a22oi_1             20     20
nor2_1              26     26
ha_1                 9      9
o21ai_0             39     39
a222oi_1             9      9
nand3_1             20     20
a31oi_1              6      6
layer usage:
layer / up-vias / track usage
met1: 1994 / 0.391
met5: - / 0
met2: 155 / 0.382
met4: 0 / 0.0299
met3: 13 / 0.0469
li1: 2043 / -
final cells by class:
| type | count | area (um^2) | area share |
|---|---|---|---|
| clock buffer | 10 | 128 | 0.0200 |
| sequential | 87 | 2180 | 0.342 |
| inverter | 18 | 68.8 | 0.0108 |
| timing repair buffer | 149 | 1490 | 0.233 |
| clock inverter | 6 | 68.8 | 0.0108 |
| tap | 111 | 139 | 0.0218 |
| multi-input combinational | 355 | 2300 | 0.361 |
kinds of logic after synthesis:
group,Yosys count
AOI/OAI and AO/OA,145
other,1
muxes,10
xor gates and xnor gates,28
adders and majority gates,9
buffers and inverters,51
and+or+nand+nor,162
DFF,87
synthesized netlist by cell type, types with 3 or more instances:
master	number
nor4_1	6
mux2i_1	5
nand3_1	20
nor3_1	12
nor2b_1	5
or4_1	4
a31oi_1	6
buf_6	3
mux2_2	3
xor2_1	8
and3_1	6
and2_1	21
o21a_1	5
clkbuf_1	29
a21oi_1	26
o22ai_1	3
o211ai_1	4
ha_1	9
o21ai_1	6
inv_1	18
a222oi_1	9
a22oi_1	20
nor2_1	26
a21o_1	3
dfrtp_1	83
xnor2_1	20
o21ai_0	39
nand2_1	43
nand4_1	4
dfstp_2	4
path summary, 6_finish.rpt:
check / from / to / slack (ps)
worst max-delay path: cnt_v[0] / cnt_v[1] / 890
worst min-delay path: cnt_ha[0] / cnt_ha[0] / 530
worst max register to register: cnt_v[0] / cnt_v[1] / 890
worst min register to register: cnt_ha[0] / cnt_ha[0] / 530
max in group asynchronous: RST / cnt_v[0] / 1910
min in group asynchronous: RST / cnt_va[7] / 740
critical path, delay by kind of cell, from the launching register on:
kind            cells  cell delay [ps]
compound gates      3              530
fa+ha+maj           1              150
flops               1              570
simple gates        2             1140
power by group:
group          switching, mW  leakage (nW)  internal (mW)  total [mW]
registers              0.122          1.03           1.11        1.24
logic                  0.214          1.40          0.267       0.482
clock network          0.368        0.0973          0.345       0.714
Power is estimated from default activity; no workload was simulated.
